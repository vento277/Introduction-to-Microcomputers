[config.mk]
export PLATFORM = sky130hd
export DESIGN_NAME = lab5_top
export DESIGN_NICKNAME = lab5_top
export VERILOG_FILES = /design/flow/design.v
export SDC_FILE = /design/flow/constraint.sdc
export NUM_CORES = 4
export LEC_CHECK = 1
export CORE_UTILIZATION = 30
[constraint.sdc]
current_design lab5_top

set clk_period 3.5
set clk_io_pct 0.2

create_clock -name clk0 -period $clk_period [get_ports {CLOCK_50}]

set non_clock_inputs [all_inputs -no_clocks]
set_input_delay [expr $clk_period * $clk_io_pct] -clock clk0 $non_clock_inputs
set_output_delay [expr $clk_period * $clk_io_pct] -clock clk0 [all_outputs]
[design.v]
module ALU(Ain, Bin, ALUop, out, Z);
  input [15:0] Ain, Bin;
  input [1:0] ALUop;
  output [15:0] out;
  output Z;
  reg [15:0] out;
  reg Z;
  always@(*) begin
    casex(ALUop)
	2'b00: out = Ain + Bin;
	2'b01: out = Ain - Bin;
	2'b10: out = Ain & Bin;
	2'b11: out = ~Bin;
	default out = 16'd0;
    endcase
  end
  always@(*)begin
	case(out)
	16'd0: Z = 1'b1;
	default: Z = 1'b0;
  endcase
  end
endmodule
module datapath(datapath_in, vsel, writenum, write, readnum, clk, loada, loadb, shift, asel, bsel, ALUop, loadc, loads, Z_out, datapath_out);
input[15:0] datapath_in;
input [2:0] writenum, readnum;
input [1:0] ALUop, shift;
input write, clk, asel, bsel, vsel, loada, loadb, loadc, loads;
output [15:0] datapath_out;
output Z_out;
reg[15:0] data_in;
wire [15:0] data_out, A_in, B_in, sout, Ain, Bin, out;
wire Z;
  always @(*)begin
    case(vsel)
      1'b0 : data_in = datapath_out;
      1'b1 : data_in = datapath_in;
     endcase
  end
regfile U0(data_in, writenum, write, readnum, clk, data_out);
vDFF_L A(clk, loada, data_out, A_in);
vDFF_L B(clk, loadb, data_out, B_in);
shifter U1(B_in, shift, sout);
MUX_asel muxa(A_in, asel, Ain);
MUX_bsel muxb(sout, datapath_in, bsel, Bin);
ALU U2(Ain, Bin, ALUop, out, Z);
vDFF_L C(clk, loadc, out, datapath_out);	 
vDFF_L #(1) status(clk, loads, Z, Z_out);	 
endmodule
module MUX_asel(A_in, sel, Ain);
  input [15:0] A_in;
  input sel;
  output [15:0] Ain;
  reg [15:0]Ain;
  always@(*) begin
    case(sel)
      1'b0: Ain = A_in;
      1'b1: Ain = 16'd0;
    endcase
  end
endmodule
module MUX_bsel(sout, datapath_in, sel, Bin);
  input [15:0] sout, datapath_in;
  input sel;
  output [15:0] Bin;
  reg [15:0] Bin;
  always@(*) begin
    case(sel)
      1'b0: Bin = sout;
      1'b1: Bin = {11'd0, datapath_in[4:0]};
    endcase
  end
endmodule
module lab5_top(KEY,SW,LEDR,HEX0,HEX1,HEX2,HEX3,HEX4,HEX5,CLOCK_50);
  input [3:0] KEY;
  input [9:0] SW;
  output [9:0] LEDR; 
  output [6:0] HEX0, HEX1, HEX2, HEX3, HEX4, HEX5;
  input CLOCK_50;
  wire [15:0] datapath_out, datapath_in;
  wire write, vsel, loada, loadb, asel, bsel, loadc, loads;
  wire [2:0] readnum, writenum;
  wire [1:0] shift, ALUop;
  input_iface IN(CLOCK_50, SW, datapath_in, write, vsel, loada, loadb, asel, 
                 bsel, loadc, loads, readnum, writenum, shift, ALUop, LEDR[8:0]);
  datapath DP ( .clk         (~KEY[0]),  
                .readnum     (readnum),
                .vsel        (vsel),
                .loada       (loada),
                .loadb       (loadb),
                .shift       (shift),
                .asel        (asel),
                .bsel        (bsel),
                .ALUop       (ALUop),
                .loadc       (loadc),
                .loads       (loads),
                .writenum    (writenum),
                .write       (write),  
                .datapath_in (datapath_in),
                .Z_out      (LEDR[9]),
                .datapath_out(datapath_out)
             );
  sseg H0(datapath_out[3:0],   HEX0);   
  sseg H1(datapath_out[7:4],   HEX1);
  sseg H2(datapath_out[11:8],  HEX2);
  sseg H3(datapath_out[15:12], HEX3);
  assign HEX4 = 7'b1111111;   
  assign HEX5 = 7'b1111111;   
endmodule
module input_iface(clk, SW, datapath_in, write, vsel, loada, loadb, asel, bsel, 
                   loadc, loads, readnum, writenum, shift, ALUop, LEDR);
  input clk;
  input [9:0] SW;
  output [15:0] datapath_in;
  output write, vsel, loada, loadb, asel, bsel, loadc, loads;
  output [2:0] readnum, writenum;
  output [1:0] shift, ALUop;
  output [8:0] LEDR;
  wire sel_sw = SW[9];  
  wire [15:0] datapath_in_next = sel_sw ? {8'b0,SW[7:0]} : datapath_in;
  vDFF #(16) DATA(clk,datapath_in_next,datapath_in);
  wire [8:0] ctrl_sw;
  wire [8:0] ctrl_sw_next = sel_sw ? ctrl_sw : SW[8:0];
  vDFF #(9) CTRL(clk,ctrl_sw_next,ctrl_sw);
  assign {readnum,vsel,loada,loadb,shift,asel,bsel,ALUop,loadc,loads,writenum,write}={
           ctrl_sw[3:1], ctrl_sw[4], ctrl_sw[5], ctrl_sw[6], 
           ctrl_sw[2:1], ctrl_sw[3], ctrl_sw[4], ctrl_sw[6:5], ctrl_sw[7], ctrl_sw[8],  
           ctrl_sw[3:1], ctrl_sw[0]    
  };
  assign LEDR = sel_sw ? ctrl_sw : {1'b0, datapath_in[7:0]};  
endmodule         
module vDFF(clk, in, out) ;
  parameter n=1;
  input clk;
  input [n-1:0] in;
  output [n-1:0] out;
  reg [n-1:0] out;
  always @(posedge clk)
    out=in;
endmodule
module sseg(in,segs);
  input [3:0] in;
  output reg [6:0] segs;
always@(*) begin
  case(in)
   4'b0000: segs = 7'b1000000;  
   4'b0001: segs = 7'b1111001;  
   4'b0010: segs = 7'b0100100;  
   4'b0011: segs = 7'b0110000;  
   4'b0100: segs = 7'b0011001;  
   4'b0101: segs = 7'b0010010;  
   4'b0110: segs = 7'b0000010;  
   4'b0111: segs = 7'b1111000;  
   4'b1000: segs = 7'b0000000;  
   4'b1001: segs = 7'b0010000;  
   4'b1010: segs = 7'b0001000;  
   4'b1011: segs = 7'b0000011;  
   4'b1100: segs = 7'b1000110;  
   4'b1101: segs = 7'b0100001;  
   4'b1110: segs = 7'b0000110;  
   4'b1111: segs = 7'b0001110;  
   default: segs = 7'b1000000;  
  endcase
end
endmodule
module regfile(data_in, writenum, write, readnum, clk, data_out);
  input [15:0] data_in;
  input [2:0] writenum, readnum;
  input write, clk;
  output [15:0] data_out;
  reg[15:0] R0, R1, R2, R3, R4, R5, R6, R7;
  wire [15:0] load;
  wire [7:0] one_hot_out;
  wire [15:0] Q0, Q1, Q2, Q3, Q4, Q5, Q6, Q7;
  Decoder decoder(writenum, one_hot_out);
  assign load = {8{write}} & one_hot_out;
  vDFF_L #(16) R0_out(clk, load[0], data_in, Q0);
  vDFF_L #(16) R1_out(clk, load[1], data_in, Q1);
  vDFF_L #(16) R2_out(clk, load[2], data_in, Q2);
  vDFF_L #(16) R3_out(clk, load[3], data_in, Q3);
  vDFF_L #(16) R4_out(clk, load[4], data_in, Q4);
  vDFF_L #(16) R5_out(clk, load[5], data_in, Q5);
  vDFF_L #(16) R6_out(clk, load[6], data_in, Q6);
  vDFF_L #(16) R7_out(clk, load[7], data_in, Q7);
  MUX_D read(Q0, Q1, Q2, Q3, Q4, Q5, Q6, Q7, readnum, data_out);
endmodule
module Decoder(a, b);
  input [2:0]a;
  output [7:0]b;
  wire [7:0] b = 1 << a;
endmodule
module vDFF_L(clk,load, D, Q);
  parameter n=16;
  input clk, load;
  input [n-1:0] D;
  output [n-1:0] Q;
  reg [n-1:0] Q;
  wire [n-1:0] load_out;
  assign load_out = load ? D : Q;
  always @(posedge clk)
    Q = load_out;
endmodule 
module MUX_D(in0, in1, in2, in3, in4, in5, in6, in7, in_b, out);
  input [15:0] in0, in1, in2, in3, in4, in5, in6, in7;
  input [2:0] in_b;
  output [15:0] out;
  reg[15:0] out;
  wire[7:0] out_b;
  Decoder decoder(in_b, out_b);
  always@(*) begin
    casex(out_b)
	8'b00000001 : out = in0;
	8'b00000010 : out = in1;
	8'b00000100 : out = in2;
	8'b00001000 : out = in3;
	8'b00010000 : out = in4;
	8'b00100000 : out = in5;
	8'b01000000 : out = in6;
	8'b10000000 : out = in7;
	default out = 16'b0;
    endcase
  end
endmodule 
module shifter(in,shift,sout);
  input [15:0] in;
  input [1:0] shift;
  output [15:0] sout;
  reg[15:0] sout;
  always@(*) begin
    casex(shift)
	2'b00: sout = in;
	2'b01: sout = {in[14:0], 1'b0};  
	2'b10: sout = {1'b0, in[15:1]};  
	2'b11: sout = {in[15], in[15:1]};  
    endcase
  end
endmodule 
[run.sh]
#!/bin/bash
# OpenROAD 26Q1-2900-gdf79404cd8, Yosys 0.63+post, stock flow scripts
make -C /OpenROAD-flow-scripts/flow DESIGN_CONFIG=/design/flow/config.mk WORK_HOME=/design/flow/orfs finish
==> flow_summary.ini <==
; flow metrics
[cts]
cts_repair_resize_count = 0
clock_path_buffers = 2
clkTransAtPathRegs_ns = 0.06
numCtsBuffers = 3
cts_root_buffer = sky130_fd_sc_hd__clkbuf_16
tritoncts = done
cts.repair_timing.setup_buffer_count = 0
htree_num_levels = 1
holdBufCountCts = 0

[final_timing]
fmax_ghz = 0.330
setup_tns_ns = 0
finalHoldWorstSlack_ns = 0.998
final_period_demand_of_the_worst_path_ns = 3.03
unclocked_pins = 205
maxSlewViolCount = 0
worst_slew_pin_slew_ns = 0.971
unconstrained_endpoints = 411
setup_viol = 0
grt_setup_unrepaired = false
final-hold-violation-count = 0
worst_slew_margin_rel = 0.346
post-route-period-util = 0.865

[global_route]
antenna_found_initial = 0
grt_first_pass_wirelength_um = 38600
grt_max_degree = 102
grt_remaining_overflow = 0
track_usage = 0.138
first_global_vias = 6862

[logic_synthesis]
top_cell = sky130_fd_sc_hd__edfxtp_1
biggest_area_consumer_among_synthesized_cells = sky130_fd_sc_hd__edfxtp_1
enable_flop_cells = 194
synth_top_area_share = 0.521
syn_inst = 896
common_cells = 194 x sky130_fd_sc_hd__edfxtp_1, 62 x sky130_fd_sc_hd__nor2_1, 55 x sky130_fd_sc_hd__nand2_1
postSynth.topFlopCell = sky130_fd_sc_hd__edfxtp_1
postSynthAreaPerCell_sq_um = 12.5
synth_cell_type_count = 65
yosys_warnings = 12
yosys_cells = 896
synth_seq_share = 0.572
ys_chip_area_sq_um = 11200
synth_flop_count = 222
topCellsByArea = sky130_fd_sc_hd__edfxtp_1 52%, sky130_fd_sc_hd__dfxtp_1 5.0%, sky130_fd_sc_hd__ha_1 4.5%
async_set_or_reset_flop_fraction_in_the_synthesized_netlist = 0
netlist_area_sq_um = 11200

[routing]
first_iter_violations = 307
drc = 0
route.detailed.vias_per_inst = 4.90
routed_wl_um = 24700
diode_insertion_count_for_antenna_repair = 0
antenna_violating_nets_post_route = 0
wl_per_cell_um = 17.6
vias = 6853
first_pass_iters = 4

[critical_path]
critical-path-slowest-cell = sky130_fd_sc_hd__clkdlybuf4s50_1
timing.critical_path.arrival_ns = 2.33
path_delay_family = buffers and inverters
critical_path_depth = 4
crit_end = LEDR[5]
timing.critical_path.from = SW[9]
slowest_delay_ns = 0.48
worst_path_maximum_fanout = 18
critical_path.n_buffers_inverters = 3
crit_required_ns = 2.80
critPathMostFrequentCell = sky130_fd_sc_hd__clkdlybuf4s50_1
cp_cell_sequence = clkdlybuf4s50_1 -> buf_4 -> mux2_2 -> clkdlybuf4s50_1
worst_setup_path_start_kind = input port
path_class = in2out
crit_path_end_kind = output port

[floorplanning]
dieWidth_um = 195
initCoreUtil = 0.305
floorplan.rows = 70
core_area_sq_um = 36600
chipHeight_um = 195
chip_area_sq_um = 38000
ios = 67

[run]
cap_viol_max_count = 0
stage_log_warnings = 50

[placed_design]
routability_congestion_estimate = 0.832
port_buffers = 49
hpwl_um = 18300
placement.cell_area_sq_um = 12200

[worst_hold_path]
min-delay-path-class = in2reg
whs_path_depth = 1

[power]
pwr_density_cell_nw_per_um2 = 178
power.share.switching = 0.444
total_leakage_power_nw = 4.43
irDropWorstVdd_uv = 118
design_power_mw = 2.19
netSwitchingPower_mw = 0.970
power_frac_comb = 0.625
power.internal_mw = 1.22
share_seq_of_total_power = 0.259
clock_power_share = 0.116

[finish]
flow.area_growth_from_synthesis_pct = 10.1
layout_filler_cell_count = 3568
area.combinational_sq_um = 4430
storage_element_area_sq_um = 6390
share_of_post_route_cells_with_drive_strength_above_1 = 0.0968
utilization = 0.336
final_area_sq_um = 12300

[run_status]
status = finished clean
-- sequential cells by signal, indices dropped and copies added, names as in the netlist, 8 cells and up --
| name | cells |
|---|---|
| DP.U0.R1_out.Q | 16 |
| DP.C.Q | 16 |
| IN.CTRL.out | 9 |
| DP.U0.R2_out.Q | 16 |
| DP.U0.R7_out.Q | 16 |
| DP.U0.R3_out.Q | 16 |
| DP.B.Q | 16 |
| DP.U0.R5_out.Q | 16 |
| IN.DATA.out | 8 |
| DP.U0.R0_out.Q | 16 |
| DP.U0.R4_out.Q | 16 |
| DP.U0.R6_out.Q | 16 |
| DP.A.Q | 16 |
-- how the worst min path moves through the flow --
stage / slack, ns / endpoint / from
final: 1.0 / IN.CTRL.out[8]$_DFFE_PN_ / SW[8]
after CTS: 0.99 / IN.CTRL.out[8]$_DFFE_PN_ / SW[8]
after global routing: 1.00 / IN.CTRL.out[8]$_DFFE_PN_ / SW[8]
-- routing by layer --
layer  part of all wire  up-vias  track usage
met2               0.48      197        0.227
met1               0.40     3253        0.176
met3              0.081       37       0.0515
met5                  0        -            0
met4              0.029        0       0.0321
li1                   -     3366            -
-- power by group through the flow --
| stage | Combinational (mW) | Sequential [mW] | Clock (mW) |
|---|---|---|---|
| 4_1_cts | 1.38 | 0.567 | 0.262 |
| 5_1_grt | 1.53 | 0.577 | 0.270 |
| 6_report | 1.37 | 0.566 | 0.254 |
-- final cells by class --
cell class,count,area share
repair buffers,75,0.0558
well taps,468,0.0476
flip-flops and latches,222,0.519
clock buffers,4,0.00641
inverters,35,0.0109
multi-input cells,594,0.360
-- through the flow --
stage	setup WS [ns]	instances
2_1_floorplan	0.577	909
3_3_place_gp	0.452	1394
3_5_place_dp	0.447	1394
4_1_cts	0.440	1398
5_1_grt	0.403	1398
6_report	0.473	1398
-- layout by cell type (no fill, tap or decap), types with 8 or more instances in the layout --
cell type,Yosys,routed
sky130_fd_sc_hd__edfxtp_1,194,194
sky130_fd_sc_hd__nor2_1,62,62
sky130_fd_sc_hd__nand2_1,55,55
sky130_fd_sc_hd__nor2b_1,52,52
sky130_fd_sc_hd__clkdlybuf4s50_1,0,49
sky130_fd_sc_hd__mux2i_1,45,45
sky130_fd_sc_hd__ha_1,40,40
sky130_fd_sc_hd__mux2_2,39,39
sky130_fd_sc_hd__o21ai_0,36,36
sky130_fd_sc_hd__a21oi_1,34,34
sky130_fd_sc_hd__inv_1,33,32
sky130_fd_sc_hd__dfxtp_1,28,28
sky130_fd_sc_hd__a211oi_1,28,28
sky130_fd_sc_hd__buf_4,15,26
sky130_fd_sc_hd__xor2_1,16,16
sky130_fd_sc_hd__conb_1,1,14
sky130_fd_sc_hd__nand2b_1,12,12
sky130_fd_sc_hd__mux4_2,12,12
sky130_fd_sc_hd__xnor2_1,11,11
sky130_fd_sc_hd__a221oi_1,11,11
sky130_fd_sc_hd__a22oi_1,11,11
sky130_fd_sc_hd__o31ai_1,10,10
sky130_fd_sc_hd__a21o_1,10,10
sky130_fd_sc_hd__nand3_1,9,9
sky130_fd_sc_hd__nor3_1,10,8
-- logic make-up (layout without fill, tap and decap cells) --
group | after synthesis | in the layout | synth area share
other | 1 | 14 | 0.000336
flip-flops | 222 | 222 | 0.572
multiplexers | 96 | 96 | 0.104
AND-OR/OR-AND | 182 | 182 | 0.113
XOR/XNOR | 27 | 27 | 0.0212
buffers and inverters | 93 | 114 | 0.0374
AND/OR/NAND/NOR | 234 | 234 | 0.106
adder cells (fa/ha/maj) | 41 | 41 | 0.0466
Power and IR drop assume default switching activity.
