==> /design/flow/design.v <==
module alu(Ain, Bin, ALUop, out, status_out);
  input [15:0] Ain, Bin;
  input [1:0] ALUop;
  output [15:0] out;
  output [2:0] status_out;  
  reg [15:0] out;
  always@(*) begin
    casex(ALUop)
	2'b00: out = Ain + Bin;
	2'b01: out = Ain - Bin;
	2'b10: out = Ain & Bin;
	2'b11: out = ~Bin;
	default out = 16'd0;
    endcase
  end
  assign status_out[0] = out[15];  	 
  assign status_out[1] = out ? 0 : 1; 	 
  assign status_out[2] = Ain ^ Bin;  	 
endmodule
==> /design/flow/run.sh <==
#!/bin/bash
# OpenROAD 26Q1-2900-gdf79404cd8, Yosys 0.63+post, stock flow scripts
make -C /OpenROAD-flow-scripts/flow DESIGN_CONFIG=/design/flow/config.mk WORK_HOME=/design/flow/orfs finish
==> /design/flow/config.mk <==
export PLATFORM = sky130hd
export DESIGN_NAME = alu
export DESIGN_NICKNAME = alu
export VERILOG_FILES = /design/flow/design.v
export SDC_FILE = /design/flow/constraint.sdc
export NUM_CORES = 4
export LEC_CHECK = 1
export CORE_AREA = 10 10 97 97
export DIE_AREA = 0 0 107 107
==> /design/flow/constraint.sdc <==
current_design alu

set clk_period 7.8
set clk_io_pct 0.2

create_clock -name clk0 -period $clk_period

set non_clock_inputs [all_inputs -no_clocks]
set_input_delay [expr $clk_period * $clk_io_pct] -clock clk0 $non_clock_inputs
set_output_delay [expr $clk_period * $clk_io_pct] -clock clk0 [all_outputs]
==> results.cfg <==
; flow metrics
[status]
status = complete, no violations

[floorplan]
die_area_mm2 = 0.01145
die_height_um = 107
initCoreUtil_pct = 21.79
chipWidth_um = 107
core-area_mm2 = 0.007292
fp-row-count = 31
io_pins = 53

[global_routing]
grt_overflow_total = 0
grt_pass1_vias = 1652
grt_pass1_wl_um = 8273
grtUsageTotal_pct = 8.537
antenna_found_initial = 0
grt_max_degree = 24

[sta]
rsz0062_at_grt = no
max_slew_margin_pct = 67.78
timing.hold.ws_ns = 4.188
setup_ws_ns = 0.6205
fmax_mhz = 139.3
finalSetupTns_ns = 0
finalClockPeriodUsage_pct = 92.04
worst_slew_pin_slew_ns = 0.4796
setup-violations-final = 0
drv_slew = 0
min_period_ns = 7.179
hold_viol_final = 0

[synth]
synthTopCellsByCount = nand2_1 (31), ha_1 (17), nor2_1 (17)
synthTopCellsByArea = ha_1 (13%), mux2i_1 (8.2%), xnor2_1 (7.7%)
synthCells = 232
most_common_cell = nand2_1
yosys_warnings = 1
avgSynthCellArea_um2 = 6.849
syn_area_mm2 = 0.001589
ys_area_mm2 = 0.001589
postSynthSeqShare_pct = 0
ys_cells = 232
synth_cell_types = 49
yosysTopAreaCellShare_pct = 13.39
synth_top_cell_by_area = ha_1

[drt]
dr.pass1.iters = 4
wirelength_um = 5113
drt_iter0_drc = 128
postRouteAntennaNets = 0
detail_route.wl_per_cell_um = 13.49
diodes = 0
dr_total_vias = 1776
viasPerCell = 4.686
route.detailed.drc = 0

[job]
drv_cap = 0
warnings = 33

[power_and_ir_drop]
p_leak_nw = 0.8804
peakVddDrop_uv = 18.61
p_per_area_mw_per_mm2 = 82.61

[finish]
final_core_utilization_pct = 30.53
seq_cells = 0
clockBufferCount = 0
n_fill_cell = 797
drive_above_1_share_pct = 6.071
area_delta_synth_final_pct = 40.08
regArea_um2 = 0
fin_area_mm2 = 0.002226

[critical_path]
worstSetupEndpointType = primary output
worstSetupPathType = input pin to primary output
cp.arrival_ns = 5.62
worstPathMaxFanout = 5
crit_required_ns = 6.24
cp-start-kind = input pin

[clock_tree]
postCtsSetupRepairBufs = 0

[placement]
gp_congestion = 0.8994
dpl.hpwl_um = 4455
dp_slack_ns = 0.4372
port_buffers = 53
place_area_mm2 = 0.002218

[min_path]
hold_class = input pin to primary output
## critical path: stages
cell and delay [ns]:
clkdlybuf4s50_1 0.49, inv_1 0.09, ha_1 0.17, nand2b_1 0.09
o41ai_2 0.35, o21a_1 0.23, xor2_1 0.19, ha_1 0.31
and4_4 0.20, and2_1 0.14, o31a_1 0.26, nor2_2 0.12
and3b_1 0.18, o31ai_2 0.07, nor4_2 0.27, o31ai_1 0.11
nor4_1 0.26, clkdlybuf4s50_1 0.51
## cell usage in the layout (no fill, tap or decap), drive strengths merged, types with 2 or more instances in the layout
master	instances
a21boi	3
a21o	3
a21oi	9
a22oi	3
a31oi	4
and2	2
buf	5
clkdlybuf4s50	53
ha	17
inv	14
mux2	2
mux2i	13
nand2	31
nand2b	5
nand3	6
nor2	18
nor2b	6
nor3	4
nor3b	2
nor4	6
o2111ai	2
o211ai	8
o21a	7
o21ai	17
o31a	3
o31ai	6
xnor2	14
xor2	6
## repair_timing
| item | 4_1_cts | 5_1_grt |
|---|---|---|
| hold buffers | 0 | 0 |
| gates resized | 0 | 1 |
| hold endpoints to repair | 0 | 0 |
| setup endpoints to repair | 0 | 1 |
## layout make-up
cell class	count	area (um^2)	share of cell area, %
inverter	14	52.55	2.361
timing repair buffer	58	568.0	25.52
multi-input combinational	208	1481	66.55
tap	99	123.9	5.565
## through the flow
step	total power, mW	cells
detailed placement	0.1841	379
global route	0.2050	379
global placement	0.1839	379
finish	0.1839	379
CTS	0.1851	379
floorplan	0.1096	232
## cell families after synthesis
kind of cell | share of synthesized area, %
AND/OR/NAND/NOR | 27.01
adder cells (fa/ha/maj) | 14.65
AND-OR/OR-AND | 30.47
multiplexers | 9.606
buffers and inverters | 7.244
XOR/XNOR | 11.02
## metal layers
layer  track usage [%]  share of wire [%]
met1             11.29                 47
met2             15.28                 49
met3             1.092                4.5
met4                 0                  0
met5                 0                  0
## path summary, 6_finish.rpt
| path | start | to | slack (ns) | cells after the start |
|---|---|---|---|---|
| max | Bin[0] | status_out[1] | 0.62 | 18 |
| min | Ain[0] | status_out[2] | 4.19 | 5 |
## power by group
part | internal (mW) | total, mW | leakage [nW] | switching, mW
sequential | 0 | 0 | 0 | 0
clock | 0 | 0 | 0 | 0
combinational | 0.0980 | 0.184 | 0.880 | 0.0859
total | 0.0980 | 0.184 | 0.880 | 0.0859
Power and IR drop assume default switching activity.
